===== flow/run.sh =====
#!/bin/bash
# OpenROAD 26Q1-2900-gdf79404cd8, Yosys 0.63+post, stock flow scripts
make -C /OpenROAD-flow-scripts/flow DESIGN_CONFIG=/design/flow/config.mk WORK_HOME=/design/flow/orfs finish

===== flow/config.mk =====
export PLATFORM = sky130hd
export DESIGN_NAME = pwm
export DESIGN_NICKNAME = pwm
export VERILOG_FILES = /design/flow/design.v
export SDC_FILE = /design/flow/constraint.sdc
export NUM_CORES = 4
export LEC_CHECK = 1
export CORE_AREA = 10 10 80 80
export DIE_AREA = 0 0 90 90

===== flow/constraint.sdc =====
current_design pwm

set clk_period 2.4
set clk_io_pct 0.2

create_clock -name clk0 -period $clk_period [get_ports {clock}]

set non_clock_inputs [all_inputs -no_clocks]
set_input_delay [expr $clk_period * $clk_io_pct] -clock clk0 $non_clock_inputs
set_output_delay [expr $clk_period * $clk_io_pct] -clock clk0 [all_outputs]

===== flow/design.v =====
module pwm(
	input[11:0] value,
	input clock,
	output out
);
reg[11:0] i;
always @ (negedge clock) begin
	i <= i + 1'b1;
end
assign out = i < value;
endmodule

==> tab_implementation.tex <==
% Implementation results table
\begin{tabular}{lr}
\hline
Metric & Value \\
\hline
\multicolumn{2}{l}{\textbf{Setup path}} \\
Longest individual stage delay on the worst path & around 0.34 ns \\
Worst reg2reg setup slack & 0.96 ns \\
WP data required & 1.92 ns \\
CP top delay family & AND-OR/OR-AND gates \\
Cell breakdown of the critical path & ha\_4 > a211oi\_2 > o21ai\_1 > a2111oi\_2 > buf\_2 \\
Critical Path AT & about 2.8 ns \\
Cell at the slowest stage of the critical path & dfxtp\_2 \\
Startpoint kind of the worst setup timing path & flop \\
Crit path kind & flop to primary output \\
Peak fanout along the critical path & 2 \\
Critical path endpoint category & primary output \\
Critical path buffer and inverter count & 1 \\
\multicolumn{2}{l}{\textbf{Floorplanning}} \\
Row count & 25 \\
FP Core Util & 14.9\% \\
Overall die height & 90 um \\
I/O pin count & 14 \\
Area of the placeable core & 4720 um2 \\
Horizontal extent of the die & 90 um \\
Chip area & 8100 um2 \\
\multicolumn{2}{l}{\textbf{Synthesis}} \\
Area share of the largest cell type after synthesis & 34.2\% \\
Top cells by count & inv\_1 (15), dfxtp\_1 (12), ha\_1 (12), nand2\_1 (6), xnor2\_1 (6) \\
Per-instance average area after synthesis & between 8 and 9 um2 \\
Leading cell types by total area after synthesis & dfxtp\_1 (34\%), ha\_1 (21\%), inv\_1 (8.0\%) \\
Cell taking the most area after synthesis & dfxtp\_1 \\
Dominant synthesized flop cell & dfxtp\_1 \\
Unique cell types & 20 \\
Count leader, synth & inv\_1 \\
Sequential-to-total area share from yosys stat & 34.2\% \\
Number of warning messages in the yosys log & 1 \\
Cells in synth\_stat.txt & between 70 and 80 \\
Post-synthesis chip area from yosys & 703 um2 \\
Cells after synthesis & just under 80 \\
Summed instance area of the synthesized netlist & 703 um2 \\
Post-synthesis register bit count & 12 \\
Number of synthesized flops with an enable pin & 0 \\
Async set-or-reset flop fraction in the synthesized netlist & 0\% \\
\multicolumn{2}{l}{\textbf{Global route}} \\
Maximum number of pins on one net before global-route repair & 8 \\
Number of antenna violations at the first check in global routing & 0 \\
Via count of the first global-routing pass & $\sim$690 \\
GRT overflow & 0 \\
Total routing resource utilization after global routing & roughly 4.0\% \\
Wire length of the first global-routing pass & 2680 um \\
\multicolumn{2}{l}{\textbf{Outcome}} \\
Outcome & finished with violations \\
Violated checks & negative setup slack \\
\multicolumn{2}{l}{\textbf{Cells and area}} \\
Max FFs per register & 12 \\
Share of final-layout standard cells stronger than drive strength 1 & 28.3\% \\
FF/Latch Area & approximately 250 um2 \\
Area of combinational cells with multiple inputs & roughly 500 um2 \\
Non-Filler Instances & between 150 and 200 \\
Number of inserted filler cells in the final layout & 496 \\
Fraction of the core area covered by cells at the end of the flow & 25.1\% \\
Layout-stage area growth over the synthesis result & 68.5\% \\
Register bank with the most flops & i \\
Top Registers & i: 12 flops \\
\multicolumn{2}{l}{\textbf{Job}} \\
Number of warnings in the stage logs & around 40 \\
Maximum capacitance violations & 0 \\
\multicolumn{2}{l}{\textbf{Clocking}} \\
Post-CTS clock slew at the launch and capture registers of the worst setup and hold paths & $\sim$0.03 ns \\
Worst-Skew Late Latency & about 0.31 ns \\
Number of clock sinks & 12 \\
Hold-fix buffers, CTS & 0 \\
Maximum clock insertion buffer count & 2 \\
H-tree depth & 1 \\
Clock buffers created by TritonCTS & 3 \\
CTS tree & done \\
Cell at the root of the clock tree & clkbuf\_8 \\
\multicolumn{2}{l}{\textbf{Power}} \\
Standby leakage power & 0.555 nW \\
Overall power after layout & 0.507 mW \\
Worst ir drop on vdd & around 160 uV \\
Power per Cell Area & around 430 nW/um2 \\
\multicolumn{2}{l}{\textbf{Final timing}} \\
Max Slew Vio Count & 0 \\
Number of hold violations in the final report & 0 \\
Worst slew slack as a fraction of its limit & 80.7\% \\
Unrepaired setup endpoints after global routing & true \\
Final worst-path setup slack & -0.891 ns \\
Total negative slack & -0.891 ns \\
Final tally of setup violations & 1 \\
Worst-case clock skew & around 0.0060 ns \\
Actual transition at the worst max-transition pin & 0.288 ns \\
\multicolumn{2}{l}{\textbf{Route}} \\
Total number of vias & 641 \\
Antenna Cells & 0 \\
Initial DRC Count & 8 \\
Total length of routed wires & 1550 um \\
Detail Route Antenna Nets & 0 \\
Wirelength per Cell & 8.31 um \\
Number of iterations in the first detailed-routing pass & 4 \\
DRC errors left & 0 \\
Via-per-instance ratio & 3.43 \\
\multicolumn{2}{l}{\textbf{Placement}} \\
Placed cells & around 170 \\
Sum of net half-perimeters after detailed placement & about 1200 um \\
I/O Buffers & 13 \\
Global placement routability congestion & 0.778 \\
Worst slack, placed & -0.988 ns \\
\multicolumn{2}{l}{\textbf{Worst hold path}} \\
Min-Delay Path Class & flop to flop \\
\hline
\end{tabular}
[area by class of cell]
class	instances	area share, %
multi-input combinational	52	41.2
sequential	12	20.8
timing repair buffer	26	18.8
tap	67	7.07
inverter	14	4.44
clock inverter	13	4.22
clock buffer	3	3.48
[placed cells by master, fill, tap and decap left out]
cell,instances
inv_1,26
buf_4,13
clkdlybuf4s50_1,12
ha_1,7
dfxtp_1,7
nand2_1,6
xnor2_1,6
nand3_1,5
ha_4,5
dfxtp_2,5
xor2_1,4
nor2_1,3
a211oi_2,3
o21ai_1,3
clkbuf_8,3
nor3_2,1
and3_1,1
nor3_1,1
nand2b_1,1
nand4_1,1
a21o_1,1
a21oi_1,1
nor2b_1,1
a21oi_2,1
a2111oi_2,1
clkinvlp_2,1
buf_2,1
[through the flow]
stage          hold slack [ns]  cell area, um2
3_5_place_dp             0.493            1080
5_1_grt                  0.541            1180
3_3_place_gp             0.488            1080
6_report                 0.500            1180
2_1_floorplan            0.390             774
4_1_cts                  0.504            1160
[cells by family after synthesis]
logic type,after synthesis,share of synthesized area (%)
buffers and inverters,15,8.01
adders and majority gates,12,21.4
AOI/OAI and AO/OA,10,9.96
DFF,12,34.2
xor gates and xnor gates,10,12.5
and+or+nand+nor,20,14.1
[repair_timing]
item                                    in CTS  in global routing
buffers inserted                             0                  1
gates resized                                3                  3
endpoints found under the setup margin       1                  1
pin swaps                                    0                  7
gates cloned                                 0                  0
[per-layer routing]
layer	wire, um	up-vias	track usage, %
met5	0	-	0
met4	38	0	1.86
met3	138	5	2.60
met2	623	17	5.45
met1	754	275	4.66
li1	-	344	-
[where the power goes]
part,internal [mW],switching (mW),leakage [nW]
clock network,0.140,0.126,0.0856
registers,0.201,0,0.0992
logic,0.0257,0.0139,0.370
[tightest hold or removal path, stage by stage (launching register included)]
cell	delay [ns]
dfxtp_1	0.29
buf_4	0.14
inv_1	0.04
[final timing paths]
check | cells past startpoint | startpoint | to
hold reg to reg | 2 | i[0] | i[0]
setup / recovery | 5 | i[5] | out
hold / removal | 2 | i[0] | i[0]
setup reg to reg | 7 | i[1] | i[8]
No activity file was given, so power comes from the tool's default toggle rates.
