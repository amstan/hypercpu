===== run.sh =====
#!/bin/bash
# OpenROAD 26Q1-2900-gdf79404cd8, Yosys 0.63+post, stock flow scripts
make -C /OpenROAD-flow-scripts/flow DESIGN_CONFIG=/design/flow/config.mk WORK_HOME=/design/flow/orfs finish

===== config.mk =====
export PLATFORM = sky130hd
export DESIGN_NAME = user_clock
export DESIGN_NICKNAME = user_clock
export VERILOG_FILES = /design/flow/design.v
export SDC_FILE = /design/flow/constraint.sdc
export NUM_CORES = 4
export LEC_CHECK = 1
export CORE_UTILIZATION = 30

===== constraint.sdc =====
current_design user_clock

set clk_period 3.2
set clk_io_pct 0.2

create_clock -name clk0 -period $clk_period [get_ports {source_clock}]

set non_clock_inputs [all_inputs -no_clocks]
set_input_delay [expr $clk_period * $clk_io_pct] -clock clk0 $non_clock_inputs
set_output_delay [expr $clk_period * $clk_io_pct] -clock clk0 [all_outputs]

===== design.v =====
`default_nettype none
module user_clock(
	input source_clock,
	input step,
	input[1:0] mode,
	output reg out_clock
);
localparam OUT_CLOCK_DIVIDER_SLOW    = 25000000;
localparam OUT_CLOCK_DIVIDER_FAST    = 2000000;
localparam OUT_CLOCK_DIVIDER_FASTEST = 100000;
localparam MODE_SLOW       = 2'b00;
localparam MODE_FAST       = 2'b10;
localparam MODE_FASTEST    = 2'b11;
localparam MODE_SINGLEstep = 2'b01;
wire[31:0] out_clock_divider;
wire is_single_step;
reg[31:0] i;
assign out_clock_divider =
	(mode == MODE_SLOW) ? OUT_CLOCK_DIVIDER_SLOW :
	(mode == MODE_FAST) ? OUT_CLOCK_DIVIDER_FAST :
	(mode == MODE_FASTEST) ? OUT_CLOCK_DIVIDER_FASTEST :
	OUT_CLOCK_DIVIDER_SLOW;
assign is_single_step = (mode == MODE_SINGLEstep);
always @ (negedge source_clock) begin
	if (is_single_step) begin
		out_clock <= step;
	end else begin
		if (i >= out_clock_divider) begin
			i <= 32'b0;
			out_clock <= ~out_clock;
		end else begin
			i <= i + 32'b1;
			out_clock <= out_clock;
		end
	end
end
endmodule

==> Changelog: implementation <==
### Metrics

* Fin area at around 3000 um2
* Depth of the most critical reg-to-reg path at 8
* Number of max-cap violations at 0
* Number of synthesis warnings at 1
* Chip width at about 86 um
* Syn Inst Count at about 200
* Static Leak at about 0.0012 uW
* Power consumption at around 1100 uW
* RSZ-0062 raised after global routing: yes
* Clock Latency Late Sink at 0.35 ns
* Hold-fix buffer count after cts at 0
* Worst min path class: reg2reg
* Clock power share at between 40 and 50%
* CTS Root Cell: clkbuf_8
* Via density at between 4 and 5
* Fp_density at 31.2%
* Mapped Area at approximately 2100 um2
* Mean post-synth cell area at approximately 11 um2
* Sw power at ~340 uW
* Post-DP Area at roughly 2600 um2
* OpenROAD warnings at about 62
* Worst vdd ir at between 0.3 and 0.4 mV
* Final Setup Violations at 27
* # Cells Yosys at between 150 and 200
* Drt total wl at about 4500 um
* Layout cells sized above 1 at approximately 29%
* Dpl hpwl at around 3000 um
* Initial antenna violation count at 0
* IO Port Bufs at 4
* Slew Viols, Final at 0
* Worst path required time at 1.71 ns
* Vias in the first global route at about 1700
* Post-route insts no fill at about 360
* # diodes at 0
* Ys flops at 33
* DRC Markers at 0
* CP Max Fanout at 8
* Data arrival, critical path at ~2.3 ns
* DR iter-0 viols at just over 90
* Power per cell area at around 370 nW/um2
* WS Path Type: in2reg
* Fillcell total at approximately 620
* Hold Path Cell Cnt at 1
* Internal power at ~770 uW
* Combinational Power Share at between 10% and 20%
* Failing checks: setup timing
* Seq share, synth at between 40% and 50%
* Seq pwr share at 47.6%
* H-Tree Depth at 2
* Via count at ~1700
* Core Area at 6830 um2
* Chip area in the Yosys report at around 2100 um2
* # placed instances at 312
* Largest net degree at the start of global routing at 15
* Global route overflow at 0
* Setup WS pre-CTS at -1.54 ns
* Cell row count at 30
* Worst setup EP type: register
* Routed len/inst at around 13 um
* Final hold violation count at 0
* Die H at around 86 um
* Cts bufs inserted at 5
* Cell Type Count at 35
* Net Sw Frac at a little under a third
* IO Pins at 5
* Clk buf depth at 2
* Clock skew at between 0.015 and 0.02 ns
* Antenna Nets Post-Route at 0
* Clock transition at path regs at roughly 0.050 ns
* First-pass GRT wire length at approximately 7600 um
* Status: complete, but fails checks
* Placer Congestion at 0.869
* Initial DRT Pass Iterations at 4
* Area growth from synthesis to layout at 40.4%
* Startpoint types: input port
* GRT Overall Usage at between 10% and 20%
* CTS tree: done
* TritonCTS Sinks at 33
* Chip area at around 7400 um2
* Setup WS post-layout at -0.608 ns
==> final timing paths <==
| check | startpoint | endpoint | slack, ns |
|---|---|---|---|
| worst max register to register | i[5]$_SDFFCE_NP0P_ | out_clock$_DFFE_NP_ | 0.93 |
| worst min register to register | out_clock$_DFFE_NP_ | out_clock$_DFFE_NP_ | 0.59 |
| worst max-delay path | mode[1] | out_clock$_DFFE_NP_ | -0.61 |
| worst min-delay path | out_clock$_DFFE_NP_ | out_clock$_DFFE_NP_ | 0.59 |
==> synthesized netlist by cell type <==
cell type | number | share of area [%]
edfxtp_1 | 33 | 47
nor3_1 | 25 | 5.9
ha_1 | 20 | 12
nand2_1 | 15 | 2.6
xor2_1 | 15 | 6.2
nand3_1 | 12 | 2.8
inv_1 | 9 | 1.6
nor2_1 | 9 | 1.6
xnor2_1 | 8 | 3.3
a21oi_1 | 7 | 1.6
nand4_1 | 7 | 2.1
a211oi_1 | 3 | 1.1
and3_1 | 3 | 0.88
buf_6 | 3 | 1.6
clkbuf_1 | 3 | 0.53
nor4_1 | 3 | 0.88
o21ai_0 | 3 | 0.70
nor2b_1 | 2 | 0.59
nor4_4 | 2 | 2.0
a21o_1 | 1 | 0.35
a31oi_1 | 1 | 0.29
a41oi_1 | 1 | 0.41
and4_1 | 1 | 0.41
and4b_1 | 1 | 0.47
buf_4 | 1 | 0.35
conb_1 | 1 | 0.18
nand2b_1 | 1 | 0.29
nand3b_1 | 1 | 0.35
nand4_2 | 1 | 0.59
nand4b_1 | 1 | 0.41
nor3b_1 | 1 | 0.35
o31a_1 | 1 | 0.41
or2_2 | 1 | 0.29
or3_1 | 1 | 0.29
or3b_1 | 1 | 0.41
==> kinds of logic after synthesis <==
family                     after synthesis  synth area share, %
and+or+nand+nor                         88                 23.2
DFF                                     33                 46.5
xor gates and xnor gates                23                 9.45
adders and majority gates               20                 11.7
AOI/OAI and AO/OA                       17                 4.87
buffers and inverters                   16                 4.05
other                                    1                0.176
==> state kept, by name, summed over array words and instances (netlist names) <==
register,cells
i,32
out_clock,1
==> stage by stage <==
step / utilization [%] / setup TNS, ns / hold slack, ns
after global routing: 43.8 / -17.12 / 0.614
final: 43.8 / -14.90 / 0.593
after detailed placement: 37.7 / -53.90 / 0.566
after CTS: 42.8 / -16.82 / 0.587
after floorplan: - / -14.06 / 0.518
after global placement: 37.7 / -55.98 / 0.586
==> power by group through the flow <==
stage | clock (uW) | combinational [uW] | sequential (uW)
4_1_cts | 488 | 113 | 529
5_1_grt | 524 | 138 | 533
6_report | 459 | 124 | 531
==> layout make-up <==
type	count	area [um2]	share of cell area (%)
clock buffers	5	68.8	2.30
clock inverters	36	139	4.64
inverters	8	37.5	1.25
multi-input cells	154	1350	45.0
flip-flops and latches	33	991	33.1
well taps	96	120	4.02
repair buffers	28	290	9.70
==> metal layers <==
metal	part of all wire, %	global-route usage, %	wire length, um
met5	0	0	0
met4	1.1	6.06	48
met3	5.0	4.06	224
met2	44	18.0	1980
met1	50	20.4	2270
==> what timing repair did <==
action	in CTS	in global routing
setup buffers	8	1
setup endpoints to repair	61	28
resized	25	18
gates cloned	1	0
pin swaps	8	13
==> worst max-delay path: stages <==
cell and delay, ns:
buf_12 0.13, buf_8 0.12, buf_6 0.11, ha_4 0.24, a211oi_2 0.18, nand2_1 0.09
a211oi_2 0.24, nand2_2 0.16, or3b_4 0.42
==> placed cells by master, fill, tap and decap left out, types with 10 or more instances in the layout <==
cell type,n
inv_1,39
edfxtp_1,33
buf_4,16
xor2_1,15
nor3_2,13
nand3_1,12
nor3_1,12
nand2_1,10
ha_1,10
ha_4,10
Power figures rest on the tool's default switching activity, not on a simulated workload.
